<file path="design/flow/design.v">
module regfile(input clk,
   input [3:0] rs1,
   input [3:0] rs2,
   input [3:0] rd,
   input [15:0] wdata,
   input wen,
   output reg [15:0] rdata1,
   output reg [15:0] rdata2);
reg [15:0] regfile [0:15];
   always @(posedge clk) begin
      if (wen) begin
         regfile[rd] <= wdata;
      end
   end
   assign rdata1 = regfile[rs1];
   assign rdata2 = regfile[rs2];
endmodule
</file>
<file path="design/flow/run.sh">
#!/bin/bash
# OpenROAD 26Q1-2900-gdf79404cd8, Yosys 0.63+post, stock flow scripts
make -C /OpenROAD-flow-scripts/flow DESIGN_CONFIG=/design/flow/config.mk WORK_HOME=/design/flow/orfs finish
</file>
<file path="design/flow/config.mk">
export PLATFORM = sky130hd
export DESIGN_NAME = regfile
export DESIGN_NICKNAME = regfile
export VERILOG_FILES = /design/flow/design.v
export SDC_FILE = /design/flow/constraint.sdc
export NUM_CORES = 4
export LEC_CHECK = 1
export CORE_UTILIZATION = 30
</file>
<file path="design/flow/constraint.sdc">
current_design regfile

set clk_period 5.0
set clk_io_pct 0.2

create_clock -name clk0 -period $clk_period [get_ports {clk}]

set non_clock_inputs [all_inputs -no_clocks]
set_input_delay [expr $clk_period * $clk_io_pct] -clock clk0 $non_clock_inputs
set_output_delay [expr $clk_period * $clk_io_pct] -clock clk0 [all_outputs]
</file>
==> run notes <==
yosys + openroad results -> fillers 3,518, port bufs 61, f_max 247 MHz, critical path class in -> out, Max Slew Vio Count 0, clock sink count 256, hold depth 1, clk buf depth 3, part of the Yosys area used for sequential elements 65.5%, Tmin final 4.06 ns, Root Driver clkbuf_16, DRT Pass-1 Iters 4, global placement routability congestion 0.794, DR vias 6,131, core area 38,600 um^2, vias per inst 5.25, drt initial violations 240, vias in the first global route between 6,000 and 7,000, CP Data Required Time roughly 4.0 ns, Top reg by flops regfile, WP depth 6, Critical-path top delay cell mux4_2, distinct lib cells 23, Synth warnings 3, P_leak 4.33 nW, wire per inst 24.5 um, Registers, synthesis 256, die width 200 um, PD cells 328 nW/um^2, critical-path cell list buf_4, buf_4, mux4_2, a22oi_1, nand2_1, clkdlybuf4s50_1, Yosys Instances 553, status completed, Die Y 200 um, H-tree depth reported by CTS 1, Placement Setup Slack a little over 0.9 ns, Post-CTS Repair Setup Buffers 0, first-pass GRT wire length 42,000 um, GR Util All Layers 15.9%, post-synthesis instance total 553, initial antenna violation count 0, setup violators final 0, Gates resized, CTS repair 0, Inserted Clock Buffers 25, Final period util 81.1%, pin count of the biggest net entering global routing 33, final total negative setup slack 0 ns, most used cell, CP buf_4, # rows 72, Worst path max stage delay 0.51 ns, RSZ-0062 raised after global routing false, worst hold path endpoint regfile[3][4], Largest register FFs between 200 and 300, # diodes 0, Final ANT Viol Nets 0, CP Max Fanout 24, Final WS setup 0.944 ns, GRT overflow 0, Buf/Inv on CP 3, number of remaining DRC errors 0, CP endpoint kind primary output, Initial Util 30.3%, fraction of layout cells with a size suffix above 1 between 20% and 30%, Hold Path Origin wdata[4], hpwl dp approximately 16,000 um, Largest regs regfile x256, I/O pin cnt slightly above 60, yosys stat area 11,700 um^2, final wirelength 28,600 um, Log Warnings 25, post-synthesis cell area roughly 12,000 um^2, Mapped Avg Cell Area 21.2 um^2, CP arrival 3.06 ns, worst vdd ir ~240 uV, CTS tree yes, CP startpoint kind input port, Max-cap violations 0, Syn-to-layout area delta 17.4%, Fin. Hold Viols 0, Die Area 39,900 um^2, Top delay family on crit path buffers and inverters, slew margin rel. a little under three fifths, worst slew pin tran ~0.67 ns, Reg clk slew, reported paths 0.06 ns, Post-CTS Hold Buffers 0, Worst Hold Class in -> reg
[metrics by stage]
| stage | utilization (%) | area (um^2) | instances | hold slack, ns | total power [W] |
|---|---|---|---|---|---|
| final | 35.6 | 13800 | 1168 | 1.40 | 0.00451 |
| after floorplan | - | 11700 | 553 | 1.10 | 0.00270 |
| after global routing | 35.6 | 13800 | 1168 | 1.45 | 0.00467 |
| after detailed placement | 33.8 | 13100 | 1125 | 1.95 | 0.00290 |
| after CTS | 35.6 | 13800 | 1168 | 1.40 | 0.00455 |
| after global placement | 33.8 | 13100 | 1125 | 1.93 | 0.00290 |
[metal layers]
layer,up-vias,share of wire [%],global-route usage (%)
met5,-,0,1.36
met4,0,2.2,2.97
met3,43,19,14.1
met2,425,44,22.0
met1,3050,36,19.1
li1,2613,-,-
[layout by cell type, fill, tap and decap left out, types with 3 or more instances in the layout]
cell	instances
nor2_2	14
nand2_1	33
mux4_2	102
a22oi_1	64
edfxtp_1	256
buf_4	31
clkbuf_16	25
clkbuf_1	9
nor3_2	4
mux4_1	24
clkinv_1	6
buf_12	6
clkinv_2	3
clkdlybuf4s50_1	57
nor2b_2	4
[logic make-up after synthesis]
logic type,after synthesis,share of synthesized area [%]
flip-flops,256,65.5
multiplexers,128,25.4
AND-OR/OR-AND,64,4.10
AND/OR/NAND/NOR,63,2.35
buffers and inverters,42,2.62
[power by group]
| part | total, W | internal, W | switching [W] |
|---|---|---|---|
| clock network | 0.00166 | 0.000914 | 0.000746 |
| registers | 0.00242 | 0.00241 | 0.0000156 |
| logic | 0.000427 | 0.000221 | 0.000206 |
| total | 0.00451 | 0.00354 | 0.000968 |
[final cells by class]
cell class                      count  area (um^2)  share of cell area (%)
Clock buffer                       34          659                    4.79
Tap cell                          518          648                    4.71
Clock inverter                      9         37.5                   0.273
Sequential cell                   256         7690                    55.8
Multi-Input combinational cell    255         3800                    27.6
Timing Repair Buffer               96          933                    6.78
[synth_stat cells]
cell | count | area [um^2]
nand3_1 | 1 | 5.00
clkbuf_4 | 2 | 15.0
nor2b_1 | 4 | 25.0
mux4_1 | 24 | 631
a22oi_1 | 64 | 480
mux4_4 | 2 | 50.1
buf_1 | 2 | 7.51
nand2_1 | 33 | 124
dlymetal6s2s_1 | 1 | 12.5
and2_1 | 2 | 12.5
mux4_2 | 102 | 2300
dlygate4sd1_1 | 1 | 8.76
nor2_1 | 14 | 52.6
buf_6 | 10 | 113
nand3b_1 | 2 | 15.0
or3b_2 | 1 | 8.76
edfxtp_1 | 256 | 7690
nand2b_1 | 2 | 12.5
buf_4 | 5 | 37.5
nor3_1 | 4 | 20.0
clkbuf_1 | 14 | 52.6
buf_2 | 4 | 20.0
clkbuf_8 | 3 | 41.3
[worst max path at each step]
stage,from,slack [ns],to
6_report,rs1[0],0.94,rdata1[0]
4_1_cts,rs1[0],0.90,rdata1[8]
5_1_grt,rs1[0],0.78,rdata1[0]
Power figures rest on the tool's default switching activity, not on a simulated workload.
